### flow/design.v
`timescale 1ns/1ps
module votingmachine(input clock,input reset,input mode,input button1,input button2,input button3,input button4,output [7:0] led);
wire valid_vote_1,valid_vote_2,valid_vote_3,valid_vote_4;
wire[7:0] cand1_vote,cand2_vote,cand3_vote,cand4_vote;
wire anyvote;
assign anyvote=valid_vote_1|valid_vote_2|valid_vote_3|valid_vote_4;
buttonControl bc1(.clock(clock),.reset(reset),.button(button1),.valid_vote(valid_vote_1));
buttonControl bc2(.clock(clock),.reset(reset),.button(button2),.valid_vote(valid_vote_2));
buttonControl bc3(.clock(clock),.reset(reset),.button(button3),.valid_vote(valid_vote_3));
buttonControl bc4(.clock(clock),.reset(reset),.button(button4),.valid_vote(valid_vote_4));
votelogger vl(.clock(clock),.reset(reset),.mode(mode),.cand1_valid_vote(valid_vote_1),.cand2_valid_vote(valid_vote_2),.cand3_valid_vote(valid_vote_3),.cand4_valid_vote(valid_vote_4),.cand1_vote_recieved(cand1_vote),.cand2_vote_recieved(cand2_vote),.cand3_vote_recieved(cand3_vote),.cand4_vote_recieved(cand4_vote));
LedControl LC(.clock(clock),.reset(reset),.mode(mode),.valid_vote(anyvote),.cand1_vote(cand1_vote),.cand2_vote(cand2_vote),.cand3_vote(cand3_vote),.cand4_vote(cand4_vote),.cand1_button_press(valid_vote_1),.cand2_button_press(valid_vote_2),.cand3_button_press(valid_vote_3),.cand4_button_press(valid_vote_4),.leds(led));
endmodule
module buttonControl(input clock,input reset,input button,output reg valid_vote);
reg[3:0]counter;
always@(posedge clock)
begin
    if(reset)
        counter<=0;
    else
    begin
        if(button&(counter<11))
        counter<=counter+1;
    else
        counter<=0;
    end
end
always@(posedge clock)
    begin
        if(reset)
        valid_vote<=0;
        else
            begin
            if(counter==10)
            valid_vote<=1;
            else
            valid_vote=0;
            end
    end
endmodule
module votelogger(input clock,input reset,input mode,input cand1_valid_vote,input cand2_valid_vote,input cand3_valid_vote,input cand4_valid_vote,output reg[7:0]cand1_vote_recieved,output reg[7:0]cand2_vote_recieved,output reg[7:0]cand3_vote_recieved,output reg[7:0]cand4_vote_recieved);
always@(posedge clock)
    begin
    if(reset)
    begin
    cand1_vote_recieved<=0;
    cand2_vote_recieved<=0;
    cand3_vote_recieved<=0;
    cand4_vote_recieved<=0;
    end
    else
    begin
    if(cand1_valid_vote & mode==0)
    cand1_vote_recieved<=cand1_vote_recieved+1;
    else if(cand2_valid_vote & mode==0)
    cand2_vote_recieved<=cand2_vote_recieved+1;
    else if(cand3_valid_vote & mode==0)
    cand3_vote_recieved<=cand3_vote_recieved+1;
    else if(cand4_valid_vote & mode==0)
    cand4_vote_recieved<=cand4_vote_recieved+1;
    end
    end
endmodule
module LedControl(input clock,input reset,input mode,input valid_vote,input[7:0]cand1_vote,input[7:0]cand2_vote,input[7:0]cand3_vote,input[7:0]cand4_vote,input cand1_button_press,input cand2_button_press,input cand3_button_press,input cand4_button_press,output reg[7:0]leds);
always@(posedge clock)
begin
if(reset)
leds<=0;
else
    begin
    if(mode==0 & valid_vote)
    leds<=8'hFF;
   else if(mode==1 & valid_vote)      
        begin
        if(cand1_button_press)
        leds<=cand1_vote;
        else if(cand2_button_press)
        leds<=cand2_vote;
        else if(cand3_button_press)
        leds<=cand3_vote;
        else if(cand4_button_press)
        leds<=cand4_vote;
        end
    else
    leds<=8'h00;
    end
end
endmodule
### flow/config.mk
export PLATFORM = sky130hd
export DESIGN_NAME = votingmachine
export DESIGN_NICKNAME = votingmachine
export VERILOG_FILES = /design/flow/design.v
export SDC_FILE = /design/flow/constraint.sdc
export NUM_CORES = 4
export LEC_CHECK = 1
export CORE_UTILIZATION = 40
### flow/run.sh
#!/bin/bash
# OpenROAD 26Q1-2900-gdf79404cd8, Yosys 0.63+post, stock flow scripts
make -C /OpenROAD-flow-scripts/flow DESIGN_CONFIG=/design/flow/config.mk WORK_HOME=/design/flow/orfs finish
### flow/constraint.sdc
current_design votingmachine

set clk_period 3.7
set clk_io_pct 0.2

create_clock -name clk0 -period $clk_period [get_ports {clock}]

set non_clock_inputs [all_inputs -no_clocks]
set_input_delay [expr $clk_period * $clk_io_pct] -clock clk0 $non_clock_inputs
set_output_delay [expr $clk_period * $clk_io_pct] -clock clk0 [all_outputs]
==> run notes <==
fresh numbers from the pnr run: status=complete, no violations, Mapped Cells=between 200 and 300, Sink Count=~60, DRC errors left=0, Max-Slew Margin vs Limit=46.3%, Critical R2R Launch=bc3.valid_vote, fmax=421 MHz, max-cap violations=0, Post-synth seq share=between 40% and 50%, largest net degree at the start of global routing=around 51, critical path data arrival time=between 2000 and 3000 ps, dominant synthesized flop cell=dfxtp_1, core area=0.00653 mm², Syn Std Cell Area=roughly 0.0028 mm², number of nets still failing antenna checks after routing=0, ys async rst share=0%, Tmin final=between 2000 and 2500 ps, GR Util met1=between 20% and 30%, full die area=a little over 0.007 mm², synthesis warning total=3, area delta synth->final=13.0%, final setup TNS=0 ps, # Cells Yosys=between 200 and 300, die height=about 85 µm, PostCTS Resize Cnt=0, share of layout cells above drive strength 1=11.2%, Comb pwr share=between 2 and 3%, total power=about 1.2 mW, detailed placement HPWL=3310 µm, Worst Setup Start Kind=input pin, GRT Overall Usage=roughly 15%, Worst Skew=7.42 ps, RD Place Congestion=slightly above 0.8, most used routing layer=met1, slowest stage delay, CP=approximately 530 ps, Final Slew Violations=0, Dominant cell area share=43.3%, CP Max Fanout=21, Slowest cell on crit path=or3_1, Pwr Density=381 mW/mm², P_leak=about 1.1 nW, cell with the most instances after synthesis=dfxtp_1, CTS Buf Count=9, grt total ovfl=0, total routed wirelength=just under 5000 µm, wire per inst=~13 µm, Post-CTS Setup Inserts=0, FP Util=between 40% and 50%, hold path startpoint=bc4.counter[0], peak supply drop=about 0.20 mV, Die Span X=85.3 µm, global-route wire length before repair=between 8000 and 9000 µm, Yosys chip area=0.00277 mm², Via-to-Cell Ratio=5.31, crit-path cells=clkdlybuf4s50_1 -> buf_4 -> or3_1 -> nor4_1 -> mux2_2, Inserted Diodes=0, RSZ-0062 raised after global routing=false, drt first pass iters=4, Log Warnings=29, met3 Usage GRT=about 4.4%, CTS tree=yes, drt first-iter violations=138, Syn Area/Cell=about 9.4 µm², Psw=between 0.2 and 0.3 mW, Root Buffer=clkbuf_8, Vias=2069, Critical Path Start=mode, final setup fails=0, sw frac=between 20% and 30%, Rows=29, number of enable flip-flop cells=0, Seq pwr share=between 50% and 60%, crit path capture type=register, PortBufs=14, vias in the first global route=around 1800, Final Util=48.0%, Worst-Margin Slew=between 700 and 800 ps, clk buf depth=2, antenna violations before repair=0, list of most frequent post-synthesis cells=60 x dfxtp_1, 34 x nor2_1, 23 x a21oi_1, Worst-path clk slew=~60 ps, internal power=~0.94 mW, Clock power frac=between 40 and 50%, clock latency on the worst-skew pair=approximately 330 ps, Tcrit/Tclk final=roughly 64%, CP required=around 4000 ps, final hold violation count=0, Min-Delay Path Class=register to register, Main area contributors=dfxtp_1 43%, mux2_2 6.9%, mux2i_1 6.1%, leading area contributor after synthesis=dfxtp_1, hold-fix buffers at CTS=0, I/O pin cnt=15, H-tree depth=3, Unique cell types=39, met2 usage=between 20% and 30%, critical path type=input pin to register, ys flops=about 60
==> cell families (layout without fill, tap and decap cells) <==
kind of cell / Yosys count / count (layout) / synth area share [%]
and+or+nand+nor: 113 / 113 / 22.6
adders and majority gates: 12 / 12 / 5.41
AOI/OAI and AO/OA: 47 / 47 / 9.61
buffers and inverters: 20 / 38 / 3.20
xor gates and xnor gates: 9 / 9 / 2.84
DFF: 60 / 60 / 43.3
muxes: 34 / 34 / 13.0
==> metal layers <==
metal	vias up	share of wire [%]
met5	-	0
li1	1094	-
met2	22	44
met3	4	3.7
met4	0	0.73
met1	949	52
==> critical path: cells and delay by family <==
| kind | cells | cell delay (ps) |
|---|---|---|
| AND/OR/NAND/NOR | 2 | 880 |
| buffers and inverters | 2 | 600 |
| multiplexers | 1 | 360 |
==> metrics by stage <==
step | hold WS, ps | cells | cell area [µm²] | setup WS [ps]
after floorplan | 430 | 295 | 2770 | 1780
after global placement | 447 | 375 | 2970 | 998
after detailed placement | 452 | 375 | 2970 | 984
after CTS | 466 | 390 | 3140 | 1340
after global routing | 490 | 390 | 3140 | 1230
final | 458 | 390 | 3140 | 1330
==> registers in the layout, summed over array words and instances (netlist names) <==
register	count
bc2.valid_vote	1
bc2.counter	4
bc3.counter	4
vl.cand1_vote_recieved	8
bc4.valid_vote	1
vl.cand3_vote_recieved	8
bc4.counter	4
vl.cand4_vote_recieved	8
LC.leds	8
bc3.valid_vote	1
bc1.counter	4
bc1.valid_vote	1
vl.cand2_vote_recieved	8
==> final timing paths <==
kind | endpoint | slack [ps] | cells after the start
max | vl.cand3_vote_recieved[7] | 1330 | 5
max reg2reg | vl.cand3_vote_recieved[2] | 1670 | 3
min reg2reg | bc4.counter[0] | 460 | 1
min | bc4.counter[0] | 460 | 1
==> layout make-up <==
type                       instances  area, µm²
fill                             633       3400
multi-input combinational        215       1480
sequential                        60       1200
timing repair buffer              17        163
tap                               77       96.3
clock inverter                     2       10.0
clock buffer                      13        159
inverter                           6       22.5
==> placed cells by master, fill, tap and decap left out, types with 8 or more instances in the layout <==
cell and instances:
nor2b_1 10, o21ai_0 11, a21oi_1 23, mux2_2 17
nand2_1 14, ha_1 12, clkdlybuf4s50_1 14, dfxtp_1 60
xnor2_1 8, clkbuf_8 11, mux2i_1 17, nor2_1 34
==> power groups by stage <==
stage / logic [mW] / clock network [mW] / registers, mW
4_1_cts: 0.0349 / 0.524 / 0.654
5_1_grt: 0.0390 / 0.554 / 0.654
6_report: 0.0343 / 0.507 / 0.654
Power and IR drop assume default switching activity.
